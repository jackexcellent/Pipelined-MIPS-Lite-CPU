==> flow/design.v <==
module reg_file( clk, RegWrite, RN1, RN2, WN, WD, RD1, RD2 );
	input clk;
	input RegWrite;
	input[4:0] RN1, RN2, WN;
	input[31:0] WD;
	output[31:0] RD1, RD2;
	reg[31:0] RD1, RD2;
	reg[31:0] file_array[31:1];
	always @( RN1 or file_array[RN1] ) begin   
		if ( RN1 == 0 )
			RD1 = 32'd0;
		else
			RD1 = file_array[RN1];
		$display( "%d, reg_file[%d] => %d (Port 1)", $time/10, RN1, RD1);
	end
	always @( RN2 or file_array[RN2] ) begin
		if ( RN2 == 0 )
			RD2 = 32'd0;
		else
			RD2 = file_array[RN2];
		$display( "%d, reg_file[%d] => %d (Port 2)", $time/10, RN2, RD2);
	end
	always @( posedge clk ) begin
		if ( RegWrite && (WN != 0) ) begin
			file_array[WN] <= WD;
			$display( "%d, reg_file[%d] <= %d (Write)", $time/10, WN, WD);
		end
	end
endmodule
==> flow/run.sh <==
#!/bin/bash
# OpenROAD 26Q1-2900-gdf79404cd8, Yosys 0.63+post, stock flow scripts
make -C /OpenROAD-flow-scripts/flow DESIGN_CONFIG=/design/flow/config.mk WORK_HOME=/design/flow/orfs finish
==> flow/config.mk <==
export PLATFORM = sky130hd
export DESIGN_NAME = reg_file
export DESIGN_NICKNAME = reg_file
export VERILOG_FILES = /design/flow/design.v
export SDC_FILE = /design/flow/constraint.sdc
export NUM_CORES = 4
export LEC_CHECK = 1
export CORE_UTILIZATION = 30
==> flow/constraint.sdc <==
current_design reg_file

set clk_period 5.7
set clk_io_pct 0.2

create_clock -name clk0 -period $clk_period [get_ports {clk}]

set non_clock_inputs [all_inputs -no_clocks]
set_input_delay [expr $clk_period * $clk_io_pct] -clock clk0 $non_clock_inputs
set_output_delay [expr $clk_period * $clk_io_pct] -clock clk0 [all_outputs]
==> flow_summary.toml <==
# physical design summary
[drt]
drc = 0
insertedDiodeCount = 0
postRouteAntennaNets = 0
firstDrtPassIters = 5
wl_per_cell_microns = 28.9
drtIter0Drc = 1743
post_drt_via_cell_ratio = 5.43
drt-total-wl_mm = 142
vias = 26700

[timing]
finalWorstSetupSlack_ps = 600
setup_violations = 0
min_period_ps = 5100
slew_headroom_pct = 36.4
fmax_ghz = 0.196
worstMarginPinSlew_ps = 952
drv_slew = 0
finalClockPeriodUsage_pct = 89.5
setup-tns-final_ps = 0
rsz0062_at_grt = "no"
hold_viol = 0

[finish]
largest_reg_flops = 992
final_cell_area_sq_um = 54300
final_cells = 4920
flop_area_sq_um = 29800
drive_above_1_share_pct = 25.9
regMostFlops = "file_array"
area_delta_synth_final_pct = 16.9
comb_area_sq_um = 15900
fillers = 14200
top_regs = "file_array: 992 flops"

[floorplanning]
fp.dieArea_sq_um = 157000
die_height_microns = 396
fp-utilization_pct = 30.2
core_area_sq_um = 154000
die_x_microns = 396
ios = 113
rows = 144

[yosys]
postSynth.asyncResetShare_pct = 0
yosysUniqueCellTypes = 38
synth.cell_area_sq_um = 46500
ys_cells = 2601
ys_seq_share_pct = 64.1
yosys_warnings = 3
syn_area_per_cell_sq_um = 17.9
synth_cells = 2601
synth_flops = 992
ys_chip_area_sq_um = 46500
ys.flop_type = "edfxtp_1"
edf_count = 992

[clock_tree]
cts_buffer_depth = 3
post_cts_resize_count = 0
cts_sinks = 992
numCtsBuffers = 100
cts_tree = "yes"
cts_root_buffer = "clkbuf_16"
path_clk_slew_ps = 60
ctsHoldBuffers = 0
post_cts_buffers = 0
htree_levels = 3

[global_routing]
antenna_found_initial = 7
grt_max_degree = 58
grt_pass1_vias = 29100
grt_util_all_layers_pct = 19.5
grt-ovfl-total = 0
grt_pass1_wl_mm = 205

[setup_path]
cpPeakStageDelay_ps = 600
cp_cell_sequence = "buf_6, buf_4, mux4_2, a22oi_1, and3_1, a31oi_1, clkdlybuf4s50_1"
cpMaxStageDelayCell = "clkdlybuf4s50_1"
cp.required_ps = 4560
critPathMaxFanout = 44
startpoint_type = "primary input"
crit_arrival_ps = 3960
criticalPathCategory = "primary input to primary output"
endpoint_kind = "primary output"

[pwr]
p_sw_share_pct = 23.3
ir_drop_mv = 0.233
p_comb_share_pct = 9.5
power_density_nw_per_um2 = 294
clkPwrFrac_pct = 39.5
p_int_mw = 12.3
finalPower_mw = 16.0
leakage_nw = 17.7
p_switching_mw = 3.73
power_frac_seq_pct = 51.0

[flow_run]
maxCapViolCount = 0
warning_count = 25

[run_status]
status = "finished clean"

[placed_design]
gp_congestion = 0.890
io_buffer_count = 112
hpwlAfterDp_mm = 87.1
dp_cells = 4736
pre_cts_ws_ps = 547
dpl-instance-area_sq_um = 51200

[worst_hold_path]
hold_depth = 2
hold_path_startpoint = "WD[6]"
hp-class = "primary input to register"
min_to = "file_array[16][6]$_DFFE_PP_"
[power by group through the flow]
stage | clock network [mW] | registers, mW | logic, mW
6_report | 6.32 | 8.15 | 1.52
5_1_grt | 6.69 | 8.16 | 1.62
4_1_cts | 6.43 | 8.15 | 1.53
[critical path, delay by kind of cell]
kind / cells / cell delay [ps]
mux: 1 / 330
compound gates: 2 / 610
simple gates: 1 / 210
buf+inv: 3 / 1620
[layer usage]
metal	up-vias	GRT usage, %	share of wire (%)
met1	13500	22.4	33
met5	-	0.277	0.090
met3	219	14.6	17
li1	11300	-	-
met4	16	4.14	2.6
met2	1757	29.4	47
[cells in the mapped netlist (2+ instances only)]
| master | count | area share, % |
|---|---|---|
| a211oi_1 | 18 | 0.29 |
| nand2_1 | 89 | 0.72 |
| buf_6 | 15 | 0.36 |
| and3_1 | 14 | 0.19 |
| buf_2 | 58 | 0.62 |
| nand3b_1 | 6 | 0.097 |
| o21ai_0 | 14 | 0.15 |
| nand2b_1 | 2 | 0.027 |
| o21ai_1 | 18 | 0.19 |
| a21oi_1 | 68 | 0.73 |
| mux4_2 | 339 | 16 |
| and2_1 | 34 | 0.46 |
| clkbuf_1 | 85 | 0.69 |
| nor2_1 | 115 | 0.93 |
| a211o_1 | 31 | 0.58 |
| mux2_2 | 34 | 0.82 |
| a31oi_1 | 14 | 0.19 |
| buf_4 | 31 | 0.50 |
| nand3_1 | 52 | 0.56 |
| buf_1 | 13 | 0.10 |
| mux4_1 | 9 | 0.51 |
| nor2b_1 | 36 | 0.48 |
| a311o_1 | 31 | 0.67 |
| nand4_1 | 18 | 0.24 |
| mux2i_1 | 316 | 6.8 |
| or3b_2 | 3 | 0.057 |
| edfxtp_1 | 992 | 64 |
| a22o_1 | 45 | 0.85 |
| a22oi_1 | 92 | 1.5 |
[cell usage in the layout, fill, tap and decap left out, drive strengths merged, types with 18 or more instances in the layout]
cell type,netlist,final
nand3,52,52
mux2i,316,316
clkbuf,85,119
nand2,89,89
a211oi,18,18
mux4,348,348
nor2,115,115
o21ai,32,32
a21oi,68,68
a211o,31,31
buf,119,190
clkdlybuf4s50,0,104
and2,34,34
nor2b,36,36
a22o,45,45
edfxtp,992,992
mux2,34,34
a22oi,92,92
a311o,31,31
nand4,18,18
clkinv,0,53
[stage by stage]
step	utilization (%)	hold slack [ps]
finish	35.3	1220
global route	35.3	1220
CTS	35.3	1180
detailed placement	33.2	1970
global placement	33.2	1970
floorplan	-	1240
[cell families (layout without fill, tap and decap cells)]
group	after synthesis	after routing	synth area share (%)
compound gates	332	332	5.17
mux	698	698	24.6
simple gates	374	374	3.85
buf+inv	205	480	2.36
flops	992	992	64.1
[final cells by class]
cell class / instances / share of cell area, %
sequential: 992 / 54.8
tap: 2044 / 4.71
clock inverter: 66 / 1.04
timing repair buffer: 295 / 5.44
multi-input combinational: 1404 / 29.3
inverter: 1 / 0.00691
clock buffer: 118 / 4.73
[worst max path at each step]
stage         startpoint      end  slack, ps  depth (start not counted)
finish            RN1[2]  RD1[12]        600                          7
global route      RN1[1]  RD1[23]        450                          8
CTS               RN1[1]  RD1[23]        540                          8
